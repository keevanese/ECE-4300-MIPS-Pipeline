===== flow/design.v =====
module fetch(
input wire clk, rst,ex_mem_pc_src,
input wire [31:0] ex_mem_npc,
output wire [31:0] if_id_instr, if_id_npc
);
wire [31:0] pc_out,
pc_plus4,
next_pc,
instr_data;
mux m0(
.y(next_pc),
.a(ex_mem_npc),
.b(pc_plus4),
.sel(ex_mem_pc_src)
);
pc pc0(
.clk(clk),
.rst(rst),
.pc_in(next_pc),
.pc_out(pc_out)
);
incrementer in0(
.pc(pc_out),
.pc_plus4(pc_plus4)
);
instrMem inMem0(
.clk(clk),
.rst(rst),
.addr(pc_out),
.data(instr_data)
);
if_id if_id0(
.clk(clk),
.rst(rst),
.instr(instr_data),
.npc(pc_plus4),
.npcout(if_id_npc),
.instrout(if_id_instr)
);
endmodule
module if_id(
    input wire clk, rst,
    input wire [31:0] instr,
    input wire [31:0] npc,
    output reg [31:0] instrout,
    output reg [31:0] npcout
);
    always @(posedge clk) begin
        instrout <= instr;
        npcout <= npc;
    end
endmodule
module incrementer(
 input [31:0] pc,
 output reg [31:0] pc_plus4
);
 always @(*)
 pc_plus4 <= pc + 32'h00000004;
endmodule
module instrMem(
 input [31:0] addr,
 output reg [31:0] data,
 input clk, rst
);
 reg [31:0] instrMem [0:1023];
 initial begin
 instrMem[0] = 32'hA00000AA;
 instrMem[4] = 32'h10000011;
 instrMem[8] = 32'h20000022;
 instrMem[12] = 32'h30000033;
 instrMem[16] = 32'h40000044;
 instrMem[20] = 32'h50000055;
 instrMem[24] = 32'h60000066;
 instrMem[28] = 32'h70000077;
 instrMem[32] = 32'h80000088;
 instrMem[36] = 32'h90000099;
 end
 always @(posedge clk) begin
 data <= instrMem[addr];
 end
endmodule
module mux(
    output wire [31:0] y, 
    input wire [31:0] a,b,  
    input wire sel 
    );
    assign y = sel ? a: b;  
endmodule  
module pc(
    input wire clk, rst,
    input wire [31:0] pc_in,
    output reg [31:0] pc_out
);
    parameter [31:0] RESET_VECTOR = 32'h0000_0000;
    always @(posedge clk) begin
        if(rst)
            pc_out <= RESET_VECTOR;
        else
            pc_out <= pc_in;  
    end
endmodule

===== flow/run.sh =====
#!/bin/bash
# OpenROAD 26Q1-2900-gdf79404cd8, Yosys 0.63+post, stock flow scripts
make -C /OpenROAD-flow-scripts/flow DESIGN_CONFIG=/design/flow/config.mk WORK_HOME=/design/flow/orfs finish

===== flow/config.mk =====
export PLATFORM = sky130hd
export DESIGN_NAME = fetch
export DESIGN_NICKNAME = fetch
export VERILOG_FILES = /design/flow/design.v
export SDC_FILE = /design/flow/constraint.sdc
export NUM_CORES = 4
export LEC_CHECK = 1
export CORE_UTILIZATION = 30
export SYNTH_MEMORY_MAX_BITS = 65536

===== flow/constraint.sdc =====
current_design fetch

set clk_period 4.6
set clk_io_pct 0.2

create_clock -name clk0 -period $clk_period [get_ports {clk}]

set non_clock_inputs [all_inputs -no_clocks]
set_input_delay [expr $clk_period * $clk_io_pct] -clock clk0 $non_clock_inputs
set_output_delay [expr $clk_period * $clk_io_pct] -clock clk0 [all_outputs]

==> flow_metrics.tcl <==
# yosys + openroad results
set metrics [dict create \
    synth-async-reset-ratio_pct 0 \
    timing.setup.tns_ns 0 \
    n_antenna_cell 0 \
    rows 35 \
    p_total_mw 1.423 \
    tool_warnings 27 \
    drc 0 \
    postCtsSetupBuffers 0 \
    flop_cell "dfxtp_1" \
    fin_crit_ns 2.452 \
    reg2reg_from "pc0.pc_out[2]$_SDFF_PP0_" \
    fmax_mhz 407.8 \
    ctsLongestPathBuffers 2 \
    yosysCellCount 308 \
    crit_fanout 8 \
    seq_area_frac_synth_pct 48.83 \
    hold_path.class "flop to flop" \
    vias 2323 \
    worst_pin_slew_ns 0.7310 \
    r2r-end "pc0.pc_out[24]$_SDFF_PP0_" \
    drv_slew 0 \
    synth.area.top_cells "dfxtp_1, buf_4, o21a_1" \
    worst-setup-path-type "flop to flop" \
    overflow 0 \
    die_x_um 101.2 \
    fp.dieH_um 101.2 \
    coreArea_mm2 0.009371 \
    holdPathStages 0 \
    yosysTopAreaCellShare_pct 48.83 \
    cts_resized 0 \
    post-route-period-util_pct 53.31 \
    ys_top_cells_by_count "dfxtp_1, buf_4, nand2_1" \
    clkTransAtPathRegs_ns 0.08 \
    start_kind "flop" \
    p_leak_nw 1.532 \
    cts.hold.buffers_added 0 \
    postSynthAreaPerCell_um2 9.583 \
    required_ns 4.84 \
    arrival_ns 2.69 \
    outcome "complete, no violations" \
    io_buffer_count 78 \
    irDropWorstVdd_mv 0.1659 \
    grt_max_degree 35 \
    clock_skew_ns 0.01255 \
    pin_count 99 \
    crit_start "pc0.pc_out[2]$_SDFF_PP0_" \
    ant_nets 0 \
    synth_chip_area_mm2 0.002952 \
    routedWlPerCell_um 12.82 \
    rr_worst_depth 5 \
    vias_per_cell 4.609 \
    hp-start "inMem0.data[30]$_SDFF_PP0_" \
    drt_pass1_iterations 4 \
    most_common_cell "dfxtp_1" \
    synth.cell_area_mm2 0.002952 \
    yosys_warnings 4 \
    grt_pass1_wl_mm 10.34 \
    clockRootBuffer "clkbuf_8" \
    yosysUniqueCellTypes 40 \
    grt_pass1_vias 2094 \
    area_growth_pct 32.26 \
    power_density_mw_per_mm2 364.5 \
    final_layout_size_suffix_gt1_share_pct 6.667 \
    drtIter0Drc 109 \
    drt-total-wl_mm 6.462 \
    die_area_mm2 0.01024 \
    grt_usage_pct 13.11 \
    whs_endpoint "if_id0.instrout[30]$_DFF_P_" \
    setup_viol 0 \
    ys.flops 72 \
    syn_inst 308 \
    synth_top_cell_by_area "dfxtp_1" \
    dp_hpwl_mm 4.397 \
    edf_count 0 \
    finalHoldViolCount 0 \
    gp_congestion 0.8336 \
    initCoreUtil_pct 31.50 \
    rsz0062_at_grt "no" \
    holdWs_ns 0.3314 \
    reg2reg_slack_ns 2.15 \
    maxCapViolCount 0 \
    endpoint_kind "flop" \
    insertion_delay_ns 0.36 \
    htree_levels 3 \
    antenna_found_initial 0 \
    cts.sinks 72 \
    slew_headroom_pct 51.11 \
    cts_tree "yes" \
    cts_made_buffers 9 \
]
## area by class of cell
cell class | instances | area, µm²
Tap cell | 129 | 161.4
Inverter | 9 | 33.78
Clock buffer | 9 | 123.9
Sequential cell | 72 | 1441
Timing Repair Buffer | 79 | 788.3
Clock inverter | 7 | 101.3
Multi-Input combinational cell | 199 | 1254
Fill cell | 925 | 5468
## power by group
group          total (mW)  leakage, nW  internal, mW  switching [mW]
sequential          0.702        0.599         0.670          0.0316
clock               0.570        0.107         0.311           0.259
combinational       0.151        0.826         0.104          0.0469
total                1.42         1.53          1.09           0.338
## critical path, cell delays in order (launching register included)
cell and delay, ns:
dfxtp_1 0.46, ha_1 0.24, nand3_1 0.19, or4_1 0.66, or4_1 0.48, a311oi_1 0.31
## metrics by stage
stage	area, µm²	setup slack (ns)	cells	util [%]
CTS	3904	2.155	504	41.66
detailed placement	3679	1.852	488	39.25
global placement	3679	1.865	488	39.25
floorplan	3023	2.464	327	-
finish	3904	2.148	504	41.66
global route	3904	2.034	504	41.66
## registers in the layout, summed over array words and instances, names as in the netlist
register and cells:
inMem0.data 4, if_id0.npcout 32, pc0.pc_out 32, if_id0.instrout 4
## cells in the final DEF, fill, tap and decap left out, types with 5 or more instances in the layout
cell type | netlist | final
or2_2 | 5 | 5
xnor2_1 | 11 | 11
nand2b_1 | 6 | 6
a21oi_1 | 5 | 5
dfxtp_1 | 72 | 72
nand2_1 | 25 | 25
nand4_1 | 7 | 7
nor4_1 | 6 | 6
nor2_1 | 19 | 19
conb_1 | 1 | 20
nand3_1 | 13 | 13
clkdlybuf4s50_1 | 0 | 78
o21a_1 | 13 | 13
a311oi_1 | 10 | 10
o31ai_1 | 8 | 8
or4_1 | 10 | 10
inv_1 | 8 | 8
clkbuf_8 | 0 | 9
## worst max path at each step
stage	to	slack, ns	depth (start not counted)
4_1_cts	pc0.pc_out[24]$_SDFF_PP0_	2.16	5
5_1_grt	pc0.pc_out[24]$_SDFF_PP0_	2.03	5
6_report	pc0.pc_out[24]$_SDFF_PP0_	2.15	5
## kinds of logic after synthesis
kind of cell               count (synthesis)  synth area share (%)
and+or+nand+nor                          105                 19.20
DFF                                       72                 48.83
buffers and inverters                     56                 11.11
AOI/OAI and AO/OA                         53                 13.99
xor gates and xnor gates                  15                 4.451
adders and majority gates                  3                 1.272
muxes                                      3                 1.017
other                                      1                0.1271
## metal layers
metal	wire length (µm)	track usage, %	share of wire [%]	vias to the layer above
met2	2879	19.31	45	71
met5	0	0	0	-
li1	-	-	-	1166
met3	384	3.151	5.9	9
met4	97	2.007	1.5	0
met1	3101	20.39	48	1077
No activity file was given, so power comes from the tool's default toggle rates.

[flow/config.mk]
export PLATFORM = sky130hd
export DESIGN_NAME = decode
export DESIGN_NICKNAME = decode
export VERILOG_FILES = /design/flow/design.v
export SDC_FILE = /design/flow/constraint.sdc
export NUM_CORES = 4
export LEC_CHECK = 1
export CORE_UTILIZATION = 40
[flow/constraint.sdc]
current_design decode

set clk_period 3.8
set clk_io_pct 0.2

create_clock -name clk0 -period $clk_period [get_ports {clk}]

set non_clock_inputs [all_inputs -no_clocks]
set_input_delay [expr $clk_period * $clk_io_pct] -clock clk0 $non_clock_inputs
set_output_delay [expr $clk_period * $clk_io_pct] -clock clk0 [all_outputs]
[flow/design.v]
`default_nettype none
module control(
    input clk,
    input rst,
    input [5:0] opcode,
    output reg [1:0] wb,  
    output reg [2:0] mem,  
    output reg [3:0] ex  
);
    localparam OPC_R = 6'b000000;
    localparam OPC_LW    = 6'b100011;  
    localparam OPC_SW    = 6'b101011;  
    localparam OPC_BEQ   = 6'b000100;  
    always @* begin
        ex = 4'b0;     
        mem = 3'b0;    
        wb = 2'b0;     
    case (opcode)
      OPC_R: begin
            ex  = {1'b1, 1'b1, 1'b0, 1'b0};  
            mem = {1'b0, 1'b0, 1'b0};         
            wb  = {1'b1, 1'b0};               
      end
      OPC_LW: begin
            ex  = {1'b0, 1'b0, 1'b0, 1'b1};   
            mem = {1'b0, 1'b1, 1'b0};         
            wb  = {1'b1, 1'b1};               
      end
      OPC_SW: begin
            ex  = {1'b0, 1'b0, 1'b0, 1'b1};   
            mem = {1'b0, 1'b0, 1'b1};         
            wb  = {1'b0, 1'b0};               
      end
      OPC_BEQ: begin
            ex  = {1'b0, 1'b0, 1'b1, 1'b0};   
            mem = {1'b1, 1'b0, 1'b0};         
            wb  = {1'b0, 1'b0};               
      end
      default: begin
      end
    endcase
  end
endmodule
module decode(
    input wire          clk,
                        rst,
                        wb_reg_write,
    input wire [4:0] wb_write_reg_location,
    input wire  [31:0] mem_wb_write_data,
    input wire  [31:0] if_id_instr,
    input wire  [31:0] if_id_npc,
    output wire [1:0] id_ex_wb,
    output wire [2:0] id_ex_mem,
    output wire [3:0] id_ex_execute,
    output wire [31:0] id_ex_npc,
    output wire [31:0] id_ex_readdat1,
    output wire [31:0] id_ex_readdat2,
    output wire [31:0] id_ex_sign_ext,
    output wire [4:0] id_ex_instr_bits_20_16,
                        id_ex_instr_bits_15_11
);
    wire [31:0] sign_ext_internal,
                readdat1_internal,
                readdat2_internal;
    wire [1:0] wb_internal;
    wire [2:0] mem_internal;
    wire [3:0] ex_internal;
    signExt sE0(
        .immediate(if_id_instr[15:0]),
        .extended(sign_ext_internal)
    );
    regfile rf0(
        .clk(clk),
        .rst(rst),
        .regwrite(wb_reg_write),
        .rs(if_id_instr[25:21]),
        .rt(if_id_instr[20:16]),
        .rd(wb_write_reg_location),
        .writedata(mem_wb_write_data),
        .A_readdat1(readdat1_internal),
        .B_readdat2(readdat2_internal)
    );
    control c0(
        .clk(clk),
        .rst(rst),
        .opcode(if_id_instr[31:26]),
        .wb(wb_internal),
        .mem(mem_internal),
        .ex(ex_internal)
    ); 
    idExLatch iEL0(
        .clk(clk),                                   
        .rst(rst),
        .ctl_wb(wb_internal),
        .ctl_mem(mem_internal),
        .ctl_ex(ex_internal),
        .npc(if_id_npc),
        .readdat1(readdat1_internal),
        .readdat2(readdat2_internal),
        .sign_ext(sign_ext_internal),
        .instr_bits_20_16(if_id_instr[20:16]),
        .instr_bits_15_11(if_id_instr[15:11]),
        .wb_out(id_ex_wb),
        .mem_out(id_ex_mem),
        .ctl_out(id_ex_execute),
        .npc_out(id_ex_npc),
        .readdat1_out(id_ex_readdat1),
        .readdat2_out(id_ex_readdat2),
        .sign_ext_out(id_ex_sign_ext),
        .instr_bits_20_16_out(id_ex_instr_bits_20_16),
        .instr_bits_15_11_out(id_ex_instr_bits_15_11)
    );
endmodule
`default_nettype none
module idExLatch(
    input              clk,
    input              rst,
    input      [1:0]   ctl_wb,    
    input      [2:0]   ctl_mem,   
    input      [3:0]   ctl_ex,    
    input      [31:0]  npc,
    input      [31:0]  readdat1,
    input      [31:0]  readdat2,
    input      [31:0]  sign_ext,
    input      [4:0]   instr_bits_20_16,
    input      [4:0]   instr_bits_15_11,
    output reg [1:0]   wb_out,
    output reg [2:0]   mem_out,
    output reg [3:0]   ctl_out,
    output reg [31:0]  npc_out,
    output reg [31:0]  readdat1_out,
    output reg [31:0]  readdat2_out,
    output reg [31:0]  sign_ext_out,
    output reg [4:0]   instr_bits_20_16_out,
    output reg [4:0]   instr_bits_15_11_out
);
    always @(posedge clk or posedge rst) begin
        if (rst) begin
            wb_out               <= 2'b00;
            mem_out              <= 3'b000;
            ctl_out              <= 4'b0000;
            npc_out              <= 32'b0;
            readdat1_out         <= 32'b0;
            readdat2_out         <= 32'b0;
            sign_ext_out         <= 32'b0;
            instr_bits_20_16_out <= 5'b0;
            instr_bits_15_11_out <= 5'b0;
        end else begin
            wb_out               <= ctl_wb;
            mem_out              <= ctl_mem;
            ctl_out              <= ctl_ex;
            npc_out              <= npc;
            readdat1_out         <= readdat1;
            readdat2_out         <= readdat2;
            sign_ext_out         <= sign_ext;
            instr_bits_20_16_out <= instr_bits_20_16;
            instr_bits_15_11_out <= instr_bits_15_11;
        end
    end
endmodule
`default_nettype none
module regfile(
    input clk, rst, regwrite,
    input [4:0] rs,
    input [4:0] rt,
    input [4:0] rd,
    input [31:0] writedata,
    output reg [31:0] A_readdat1,
    output reg [31:0] B_readdat2
);
    reg [31:0] regs [0:31];
    integer i;
    always @(posedge clk) begin
        if (rst) begin
            for (i = 0; i < 32; i++)
                regs[i] <= 32'b0;
        end else begin
            if (regwrite && (rd != 5'd0))
                regs[rd] <= writedata;
            regs[0] <= 32'b0;  
        end
    end
    always @* begin
        A_readdat1 = (rs == 5'd0) ? 32'b0 : regs[rs];
        B_readdat2 = (rt == 5'd0) ? 32'b0 : regs[rt];
        if (regwrite && (rd != 5'd0) && (rd == rs)) A_readdat1 = writedata;
        if (regwrite && (rd != 5'd0) && (rd == rt)) B_readdat2 = writedata;
    end
endmodule
`default_nettype none
module signExt(
    input [15:0] immediate,  
    output [31:0] extended   
    );
    assign extended = {{16{immediate[15]}}, immediate};
endmodule
[flow/run.sh]
#!/bin/bash
# OpenROAD 26Q1-2900-gdf79404cd8, Yosys 0.63+post, stock flow scripts
make -C /OpenROAD-flow-scripts/flow DESIGN_CONFIG=/design/flow/config.mk WORK_HOME=/design/flow/orfs finish
==> results.yml <==
# yosys + openroad results
synth:
  async_flop_share_pct: 10.8
  syn_avg_cell_area_um2: 13.7
  syn_area_um2: 58800
  yosysChipArea_um2: 58800
  ys_seq_share_pct: 57.1
  synth_cell_types: 44
  most_common_cell: "and2_1"
  common_cells: "995 x and2_1, 992 x edfxtp_1, 527 x mux2i_1"
  top_area_cell: "edfxtp_1"
  yosysTopAreaCellShare_pct: 50.7
  ys_cells: 4288
  ys.flop_type: "edfxtp_1"
  syn_inst: 4288
  top_cells_by_area: "edfxtp_1 51%, and2_1 11%, mux4_2 9.8%"
  ys_ff: 1148
  edf_count: 992
  ys_warn_count: 3
setup_path:
  critPathMaxFanout: 49
  arrival_ps: 3490
  crit_type: "input port to flip-flop"
  endpoint_kind: "flip-flop"
  worstPathRequired_ps: 4430
  startpoint_type: "input port"
final_timing:
  worstMarginPinSlew_ps: 1090
  period_minus_slack_ps: 2870
  setup_ws_ps: 933
  maxSlewViolCount: 0
  rsz0062_at_grt: "no"
  skew_ps: 28.8
  setup_viol: 0
  max_freq_mhz: 349
  min_period_over_period_pct: 75.5
  hold_viol_final: 0
  relSlewSlack_pct: 27.4
power_and_ir_drop:
  ir_drop_mv: 0.329
  p_leak_nw: 25.3
  p_per_area_nw_per_um2: 455
cts:
  h-tree-depth: 4
  cts_tree: "done"
  clock-sinks: 1148
  ctsResizeCount: 0
  cts_hold_buf: 0
  cts_buffers: 130
  clkSlewWorstSetupHoldPaths_ps: 60
  ctsLongestPathBuffers: 3
  clock.latency.late_pin_ps: 780
  root_buffer: "clkbuf_16"
  postCtsSetupBuffers: 0
layout:
  design_area_um2: 69300
  drive_gt1_share_pct: 18.8
  final-instance-count-excl-fill: 6521
  final_core_util_pct: 47.6
  area_delta_synth_final_pct: 17.9
global_routing:
  grt_usage_pct: 30.9
  grt_pass1_vias: 40521
  overflow: 0
  grt_max_degree: 90
  antenna_found_initial: 10
  grt_first_pass_wirelength_mm: 298
die:
  fp_util_pct: 40.3
  io_pins: 251
  die_x_um: 385
  dieArea_um2: 148000
  fp.dieH_um: 385
  core_area_um2: 146000
  floorplan.rows: 140
drt:
  detail_route.vias_per_cell: 5.95
  vias: 38784
  wirelength_mm: 211
  drt.antenna.violating_nets: 0
  drc: 0
  wire_per_inst_um: 32.4
  drt-initial-drc-count: 2778
  drtPass1Iterations: 5
placed_design:
  post-place-ws_ps: 128
  place_congestion: 0.946
  place_hpwl_mm: 130
  placed_area_um2: 65000
  port-buffer-count: 250
  placed_cells: 6273
min_path:
  hold_path_class: "input port to flip-flop"
flow_run:
  openroad.warnings: 27
  drv_cap: 0
run_status:
  status: "complete, no violations"
report_power, final:
group	internal [mW]	switching [mW]
sequential	14.4	0.448
clock	7.46	5.28
combinational	1.69	2.21
layout make-up:
class                      instances  area, µm²
antenna                            8       20.0
clock buffer                     182       3670
clock inverter                    58        604
timing repair buffer             497       5150
inverter                           2       15.0
tap                             1917       2400
multi-input combinational       2709      23900
fill                           12317      76400
sequential                      1148      33500
final timing paths:
| check | startpoint | to | slack (ps) | depth (start not counted) |
|---|---|---|---|---|
| max | if_id_instr[16] | iEL0.readdat2_out[4] | 930 | 7 |
| min | if_id_instr[19] | iEL0.instr_bits_20_16_out[3] | 260 | 1 |
| max reg2reg | rf0.regs[11][27] | iEL0.readdat1_out[27] | 1320 | 5 |
| min reg2reg | rf0.regs[23][5] | iEL0.readdat1_out[5] | 810 | 5 |
| max in group asynchronous | rst | iEL0.npc_out[11] | 2160 | 4 |
| min in group asynchronous | rst | iEL0.readdat2_out[12] | 550 | 3 |
sequential cells by signal, indices dropped and copies added, names as in the netlist, 3 cells and up:
name,cells
iEL0.ctl_out,3
iEL0.instr_bits_15_11_out,4
iEL0.instr_bits_20_16_out,5
iEL0.npc_out,32
iEL0.readdat1_out,32
iEL0.readdat2_out,32
iEL0.sign_ext_out,12
rf0.regs,1024
per-layer routing:
metal | GRT usage, % | share of wire [%] | vias to the layer above
met5 | 1.46 | 0.17 | -
met4 | 11.6 | 4.8 | 16
met3 | 20.3 | 16 | 548
met2 | 43.6 | 44 | 2594
met1 | 38.8 | 35 | 19196
li1 | - | - | 16430
through the flow:
stage / total power, mW / setup TNS, ps / hold WS, ps
floorplan: 17.0 / -261330 / 716
global placement: 19.0 / 0 / 783
detailed placement: 19.0 / 0 / 787
CTS: 31.7 / 0 / 224
global route: 32.4 / 0 / 248
finish: 31.5 / 0 / 264
cell usage in the layout, fill, tap and decap left out, types with 8 or more instances in the layout:
cell               n
o21ai_1           20
dfrtp_1          124
nor2_4            27
a22oi_1          132
nor2b_4            8
edfxtp_1         992
clkbuf_16        134
mux2i_1          527
o221ai_1          12
o21ai_4           31
xnor2_1           10
and2_1           992
nand2_1          120
nand4_1           14
nand3_1           63
nor2_2             8
clkinv_2          14
clkbuf_1          34
nor2_1            52
dfxtp_1           32
mux2_2            69
clkbuf_8          14
a221oi_1          39
a32o_1            44
clkdlybuf4s50_1  240
clkinv_1          17
o211ai_1          14
a22o_1            41
a21oi_1          110
mux4_2           256
o221ai_2           8
o22ai_1           45
buf_12            62
diode_2            8
conb_1            32
inv_6             10
buf_4            187
bufinv_16         10
cell families after synthesis:
logic type / after synthesis / share of synthesized area, %
AND-OR/OR-AND: 502 / 6.14
XOR/XNOR: 10 / 0.149
buffers and inverters: 462 / 3.55
flip-flops: 1148 / 57.1
multiplexers: 852 / 20.1
other: 1 / 0.00638
AND/OR/NAND/NOR: 1313 / 13.0
critical path: stages:
cell and delay [ps]:
buf_8 430, buf_12 320, buf_4 250, mux4_2 520, mux2_2 290, a221oi_1 740
o21ai_1 150
Power and IR drop assume default switching activity.
